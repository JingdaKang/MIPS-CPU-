<file path="flow/run.sh">
#!/bin/bash
# OpenROAD 26Q1-2900-gdf79404cd8, Yosys 0.63+post, stock flow scripts
make -C /OpenROAD-flow-scripts/flow DESIGN_CONFIG=/design/flow/config.mk WORK_HOME=/design/flow/orfs finish
</file>
<file path="flow/config.mk">
export PLATFORM = sky130hd
export DESIGN_NAME = regfile
export DESIGN_NICKNAME = regfile
export VERILOG_FILES = /design/flow/design.v
export SDC_FILE = /design/flow/constraint.sdc
export NUM_CORES = 4
export LEC_CHECK = 1
export CORE_UTILIZATION = 50
</file>
<file path="flow/design.v">
module regfile(
  input clk,
  input rst_n,
  input regwrite_i,
  input [4:0]wa_i, 
  input [4:0]ra0_i, 
  input [4:0]ra1_i, 
  input [31:0]wd_i, 
  output [31:0]rd0_o, 
  output [31:0]rd1_o 
  );
  reg [31:0]registers[31:0];
  integer i;
  always@(posedge clk or negedge rst_n)
  begin
    if(!rst_n)
      for (i=0;i<32;i=i+1)
        registers[i]<=32'd0;
    else
      begin
      if (regwrite_i==1)
        registers[wa_i]<=(wa_i==5'd0)? 32'd0:wd_i;
      end
  end
  assign rd0_o=registers[ra0_i];
  assign rd1_o=registers[ra1_i];
endmodule
</file>
<file path="flow/constraint.sdc">
current_design regfile

set clk_period 11.9
set clk_io_pct 0.2

create_clock -name clk0 -period $clk_period [get_ports {clk}]

set non_clock_inputs [all_inputs -no_clocks]
set_input_delay [expr $clk_period * $clk_io_pct] -clock clk0 $non_clock_inputs
set_output_delay [expr $clk_period * $clk_io_pct] -clock clk0 [all_outputs]
</file>
==> results.py <==
# Synthesis and PnR figures
metrics = {
    "synth": {
        "top_area_cell": "dfrtp_1",
        "synthTopCellsByArea": "dfrtp_1, o21ai_0, a22oi_1",
        "syn_area_per_cell_sq_um": 9.183,
        "yosys_most_used_dff": "dfrtp_1",
        "ys_seq_share_pct": 51.43,
        "synth-edff-count": 0,
        "async_flop_share_pct": 100.0,
        "top_cell": "nand2_1",
        "netlist_instances": 5426,
        "synth_top_area_share_pct": 51.43,
        "yosys-stat-cells": 5426,
        "ys_area_sq_mm": 0.04983,
        "ys_ff": 1024,
        "syn-cell-area_sq_mm": 0.04983,
        "synthTopCellsByCount": "nand2_1, dfrtp_1, o21ai_0",
        "synth_cell_type_count": 65,
        "yosysWarnings": 2,
    },
    "cells_and_area": {
        "fillers": 8516,
        "areaGrowthSynthToFinish_pct": 13.24,
        "top_regs": "registers x1024",
        "drive_gt1_share_pct": 10.40,
        "top_register": "registers",
        "largest_reg_flops": 1024,
    },
    "final_timing": {
        "clock_skew_ns": 0,
        "relSlewSlack_pct": 12.42,
        "drv_slew": 0,
        "grt_setup_unrepaired": "no",
        "fin_crit_sh_pct": 79.21,
        "worst_slew_pin_slew_ns": 1.310,
        "finalCriticalPeriod_ns": 9.426,
        "setup_ws_ns": 2.474,
        "finalSetupViolCount": 0,
        "hold_viol_final": 0,
        "setup_tns_ns": 0,
        "max_freq_mhz": 106.1,
    },
    "grt": {
        "grt_max_degree": 115,
        "gr-usage-all-layers_pct": 58.84,
        "grt_overflow": 0,
        "antenna_found_initial": 33,
        "grt_pass1_wl_um": 388100,
        "first_global_vias": 47810,
    },
    "min_path": {
        "holdCritStartpoint": "registers[4][11]$_DFFE_PN0P_",
        "hold_path_depth": 2,
        "min_to": "registers[4][11]$_DFFE_PN0P_",
        "hp-class": "flip-flop to flip-flop",
    },
    "route": {
        "totalWireLength_um": 282400,
        "drt_pass1_iterations": 7,
        "drc": 0,
        "wl_per_cell_um": 41.77,
        "antenna_left": 0,
        "via_per_inst": 7.470,
        "drt_iter0_drc": 7101,
        "vias": 50500,
    },
    "clock_tree": {
        "clk_path_buf_depth": 3,
        "cts_resized": 0,
        "cts_tree": "yes",
        "cts_buffers": 111,
        "holdBufCountCts": 0,
        "clk-insertion-delay-late_ns": 0.73,
        "h-tree-depth": 3,
        "cts.clk_slew.worst_paths_ns": 0.06,
        "cts_setup_buffers": 0,
        "clock-sinks": 1024,
        "root_buffer": "clkbuf_16",
    },
    "floorplanning": {
        "ioPinCount": 114,
        "die_x_um": 317.7,
        "die_area_sq_mm": 0.1009,
        "die_h_um": 317.7,
        "initCoreUtil_pct": 50.55,
        "core-area_sq_mm": 0.09856,
        "rows": 115,
    },
    "worst_setup_path": {
        "worstSetupPathType": "input pin to primary output",
        "required_ns": 9.52,
        "r2r_setup_slack_ns": 10.99,
        "critPathArrivalTime_ns": 7.05,
        "r2r_end": "registers[16][10]$_DFFE_PN0P_",
        "worst_setup_path_end_kind": "primary output",
        "crit_fanout": 26,
        "ff2ff_path_depth": 1,
        "crit_path_start_kind": "input pin",
        "r2r-start": "registers[16][10]$_DFFE_PN0P_",
    },
    "run": {
        "warnings": 44,
        "cap_violations": 0,
    },
    "place": {
        "numPortBuffers": 113,
        "place_hpwl_um": 176500,
        "place_congestion": 1.114,
        "dp_slack_ns": 2.854,
    },
    "power": {
        "p_per_area_mw_per_mm2": 173.5,
        "leakage_nw": 24.46,
        "ir_drop_v": 0.0001413,
        "p_total_mw": 9.790,
    },
    "status": {
        "status": "finished clean",
    },
}
[placed cells by master, fill, tap and decap left out, types with 17 or more instances in the layout]
cell type and n:
clkbuf_8 17, a21oi_1 78, a22oi_1 621, mux2i_1 65, nand4_1 108, o32a_1 21, and4_1 18, nand2_1 1137
buf_4 210, nand3_1 41, clkbuf_1 23, mux2_2 57, clkdlybuf4s50_1 102, a32oi_1 24, a222oi_1 23, nand3b_1 18
nand2b_1 18, nor3_1 52, nor2_4 62, nor2_1 89, clkinv_2 18, a22o_1 85, dfrtp_1 1024, nand2_4 19
clkbuf_16 113, and2_1 41, o21ai_0 995, nor2b_1 27, diode_2 41, a221oi_1 74
[critical path: stages]
cell,delay (ns)
buf_4,0.36
buf_4,0.53
nand2b_1,0.90
nor2_4,0.38
buf_4,0.42
a22o_1,0.28
a221oi_1,0.40
o221ai_1,0.39
o32a_1,0.47
clkdlybuf4s50_1,0.41
[stage by stage]
stage	instance area [sq um]	instances	utilization (%)	hold slack (ns)
after global placement	52520	6519	53.28	0.4618
after floorplan	49830	5426	-	0.4498
final	56430	6760	57.25	0.4924
after CTS	56320	6719	57.14	0.4911
after detailed placement	52520	6519	53.28	0.4762
after global routing	56340	6724	57.16	0.5251
[power by group]
group          internal [mW]  switching [mW]
combinational          0.500           0.816
sequential              4.10           0.704
clock                   2.16            1.51
[area by class of cell]
| class | instances | area [sq um] | area share, % |
|---|---|---|---|
| Sequential cell | 1024 | 25620 | 45.41 |
| Clock inverter | 47 | 655.6 | 1.162 |
| Multi-Input combinational cell | 3876 | 22530 | 39.92 |
| Antenna cell | 41 | 102.6 | 0.1818 |
| Tap cell | 1287 | 1610 | 2.854 |
| Inverter | 8 | 30.03 | 0.05322 |
| Clock buffer | 153 | 3148 | 5.579 |
| Timing Repair Buffer | 324 | 2728 | 4.834 |
[cells by family after synthesis]
family | count (synthesis) | synth area share [%]
compound gates | 2044 | 26.28
simple gates | 1708 | 15.04
flops | 1024 | 51.43
buf+inv | 526 | 4.568
mux | 124 | 2.684
[worst max-delay path by stage]
stage | from | slack, ns | endpoint
finish | ra0_i[4] | 2.47 | rd0_o[18]
global route | ra0_i[4] | 2.60 | rd0_o[18]
CTS | ra0_i[4] | 2.84 | rd0_o[18]
[per-layer routing]
layer  wire length, um  track usage, %
met5               788           6.052
met3             53260           42.02
met4             26840           37.17
met2            107000           73.60
met1             94430           72.70
Power figures rest on the tool's default switching activity, not on a simulated workload.
